===== /design/flow/config.mk =====
export PLATFORM = sky130hd
export DESIGN_NAME = carry_lookahead_adder
export DESIGN_NICKNAME = carry_lookahead_adder
export VERILOG_FILES = /design/flow/design.v
export SDC_FILE = /design/flow/constraint.sdc
export NUM_CORES = 4
export LEC_CHECK = 1
export CORE_AREA = 10 10 73 73
export DIE_AREA = 0 0 83 83

===== /design/flow/constraint.sdc =====
current_design carry_lookahead_adder

set clk_period 8.2
set clk_io_pct 0.2

create_clock -name clk0 -period $clk_period

set non_clock_inputs [all_inputs -no_clocks]
set_input_delay [expr $clk_period * $clk_io_pct] -clock clk0 $non_clock_inputs
set_output_delay [expr $clk_period * $clk_io_pct] -clock clk0 [all_outputs]

===== /design/flow/design.v =====
`timescale 1ns / 1ps
module R4ABM2p14( x,y,p);
input [15:0] x,y;
output [31:0] p;
wire [7:0] sign_factor;
wire [16:0] p1;
assign sign_factor[0] = y[1] & y[0];
genvar i;
generate
	for ( i = 0; i < 14; i = i+1 )
		begin : pp_first 
		booth_R4ABM2 pp_pr(x[i],y[1],p1[i]);
		end
endgenerate
genvar i0;
generate
	for ( i0 = 14; i0 < 16; i0 = i0+1 )
		begin : pp_first_exact 
		booth pp_pr(x[i0],x[i0-1],y[1],y[0],1'b0,p1[i0]);
		end
endgenerate
booth last_pp0(x[15],x[15],y[1],y[0],1'b0,p1[16]);
wire [16:0] p2;
assign sign_factor[1] = y[3] & (y[2] ^ y[1]);
genvar i1;
generate
	for ( i1 = 0; i1 < 12; i1 = i1+1 )
		begin : pp_second 
		booth_R4ABM2 pp_pr(x[i1],y[3],p2[i1]);
		end
endgenerate
genvar i10;
generate
	for ( i10 = 12; i10 < 16; i10 = i10+1 )
		begin : pp_second_exact 
		booth pp_pr(x[i10],x[i10-1],y[3],y[2],y[1],p2[i10]);
		end
endgenerate
booth last_pp1(x[15],x[15],y[3],y[2],y[1],p2[16]);
wire [16:0] p3;
assign sign_factor[2] = y[5] & (y[4] ^ y[3]);
genvar i2;
generate
	for ( i2 = 0; i2 < 10; i2 = i2+1 )
		begin : pp_third 
		booth_R4ABM2 pp_pr(x[i2],y[5],p3[i2]);
		end
endgenerate
genvar j21;
generate
	for ( j21 = 10; j21 < 16; j21 = j21+1 )
		begin : pp_third_exact 
		booth pp_pr(x[j21],x[j21-1],y[5],y[4],y[3],p3[j21]);
		end
endgenerate
booth last_pp2(x[15],x[15],y[5],y[4],y[3],p3[16]);
wire [16:0] p4;
assign sign_factor[3] = y[7] & (y[6] ^ y[5]);
genvar i3;
generate
	for ( i3 = 0; i3 < 8; i3 = i3+1 )
		begin : pp_fourth 
		booth_R4ABM2 pp_pr(x[i3],y[7],p4[i3]);
		end
endgenerate
genvar j3;
generate
	for ( j3 = 8; j3 < 16; j3 = j3+1 )
		begin : pp_fourth_exact 
		booth pp_pr(x[j3],x[j3-1],y[7],y[6],y[5],p4[j3]);
		end
endgenerate
booth last_pp3(x[15],x[15],y[7],y[6],y[5],p4[16]);
wire [16:0] p5;
assign sign_factor[4] = y[9] & (y[8] ^ y[7]);
genvar i4;
generate
	for ( i4 = 0; i4 < 6; i4 = i4+1 )
		begin : pp_fifth 
		booth_R4ABM2 pp_pr(x[i4],y[9],p5[i4]);
		end
endgenerate
genvar j4;
generate
	for ( j4 = 6; j4 < 16; j4 = j4+1 )
		begin : pp_fifth_exact 
		booth pp_pr(x[j4],x[j4-1],y[9],y[8],y[7],p5[j4]);
		end
endgenerate
booth last_pp4(x[15],x[15],y[9],y[8],y[7],p5[16]);
wire [16:0] p6;
assign sign_factor[5] = y[11] & (y[10] ^ y[9]);
genvar i5;
generate
	for ( i5 = 0; i5 < 4; i5 = i5+1 )
		begin : pp_sixt
		booth_R4ABM2 pp_pr(x[i5],y[11],p6[i5]);
		end
endgenerate
genvar j5;
generate
	for ( j5 = 4; j5 < 16; j5 = j5+1 )
		begin : pp_sixt_exact 
		booth pp_pr(x[j5],x[j5-1],y[11],y[10],y[9],p6[j5]);
		end
endgenerate
booth last_pp5(x[15],x[15],y[11],y[10],y[9],p6[16]);
wire [16:0] p7;
assign sign_factor[6] = y[13] & (y[12] ^ y[11]);
genvar i6;
generate
	for ( i6 = 0; i6 < 2; i6 = i6+1 )
		begin : pp_seven
		booth_R4ABM2 pp_pr(x[i6],y[13],p7[i6]);
		end
endgenerate
genvar j6;
generate
	for ( j6 = 2; j6 < 16; j6 = j6+1 )
		begin : pp_seven_exact 
		booth pp_pr(x[j6],x[j6-1],y[13],y[12],y[11],p7[j6]);
		end
endgenerate
booth last_pp6(x[15],x[15],y[13],y[12],y[11],p7[16]);
wire [16:0] p8;
assign sign_factor[7] = y[15] & (y[14] ^ y[13]);
booth first_pp6(x[15],1'b0,y[15],y[14],y[13],p8[0]);
genvar j7;
generate
	for ( j7 = 1; j7 < 16; j7 = j7+1 )
		begin : pp_eight_exact 
		booth pp_pr(x[j7],x[j7-1],y[15],y[14],y[13],p8[j7]);
		end
endgenerate
booth last_pp7(x[15],x[15],y[15],y[14],y[13],p8[16]);
wire [7:0] E_MSB;
wire E_MSB0_neg;
not xn1(E_MSB[0],p1[16]);
not xn2(E_MSB[1],p2[16]);
not xn3(E_MSB[2],p3[16]);
not xn4(E_MSB[3],p4[16]);
not xn5(E_MSB[4],p5[16]);
not xn6(E_MSB[5],p6[16]);
not xn7(E_MSB[6],p7[16]);
not xn8(E_MSB[7],p8[16]);
not n1(E_MSB0_neg,E_MSB[0]);
wire [16:0] sum00_FA;
wire [16:0] carry00_FA;
wire [2:0] sum00_HA;
wire [2:0] carry00_HA;
wire [2:0] tmp001_HA;
wire [2:0] tmp002_HA;
assign tmp001_HA = {1'b1,p1[3],p1[0]};
assign tmp002_HA = {p3[16],p2[1],sign_factor[0]};
genvar i000;
generate
	for (i000 = 0; i000 < 3; i000 = i000 + 1)
		begin : pp_had000
		HAd pp_had(tmp001_HA[i000],tmp002_HA[i000],carry00_HA[i000],sum00_HA[i000]);
		end
endgenerate
wire [16:0] tmp001_FA;
wire [16:0] tmp002_FA;
wire [16:0] tmp003_FA;
assign tmp001_FA = {E_MSB[0],E_MSB0_neg,E_MSB0_neg, p1[16:4],p1[2]};
assign tmp002_FA = {E_MSB[1],p2[16:2],p2[0]};
assign tmp003_FA = {p3[16:0],sign_factor[1]};
genvar i001;
generate
	for (i001 = 0; i001 < 17; i001 = i001 + 1)
		begin : pp_fad00
		FAd pp_fad(tmp001_FA[i001],tmp002_FA[i001], tmp003_FA[i001], carry00_FA[i001],sum00_FA[i001]);
		end
endgenerate
wire [15:0] sum01_FA;
wire [15:0] carry01_FA;
wire [3:0] sum01_HA;
wire [3:0] carry01_HA;
wire [3:0] tmp011_HA;
wire [3:0] tmp012_HA;
assign tmp011_HA = {1'b1,E_MSB[4],p4[3],p4[0]};
assign tmp012_HA = {p6[16:15],p5[1],sign_factor[3]};
genvar i010;
generate
	for (i010 = 0; i010 < 4; i010 = i010 + 1)
		begin : pp_had01
		HAd pp_had(tmp011_HA[i010],tmp012_HA[i010],carry01_HA[i010],sum01_HA[i010]);
		end
endgenerate
wire [15:0] tmp011_FA;
wire [15:0] tmp012_FA;
wire [15:0] tmp013_FA;
assign tmp011_FA = {1'b1,E_MSB[3],p4[16:4],p4[2]};
assign tmp012_FA = {p5[16:2],p5[0]};
assign tmp013_FA = {p6[14:0],sign_factor[4]};
genvar i011;
generate
	for (i011 = 0; i011 < 16; i011 = i011 + 1)
		begin : pp_fad01
		FAd pp_fad(tmp011_FA[i011],tmp012_FA[i011], tmp013_FA[i011], carry01_FA[i011],sum01_FA[i011]);
		end
endgenerate
wire  sum02_FA;
wire  carry02_FA;
wire [16:0] sum02_HA;
wire [16:0] carry02_HA;
FAd f020(p7[2],p8[0],sign_factor[7],carry02_FA,sum02_FA);
wire [16:0] tmp021_HA;
wire [16:0] tmp022_HA;
assign tmp021_HA = {1'b1,E_MSB[6],p7[16:3],p7[0]};
assign tmp022_HA = {p8[16:1],sign_factor[6]};
genvar i020;
generate
	for (i020 = 0; i020  < 17; i020  = i020  + 1)
		begin : pp_had02
		HAd pp_had(tmp021_HA[i020],tmp022_HA[i020],carry02_HA[i020],sum02_HA[i020]);
		end
endgenerate
wire [16:0] sum10_FA;
wire [16:0] carry10_FA;
wire [3:0] sum10_HA;
wire [3:0] carry10_HA;
HAd h100(p1[1],carry00_HA[0],carry10_HA[0],sum10_HA[0]);
HAd h101(sum00_HA[1],carry00_FA[0],carry10_HA[1],sum10_HA[1]);
HAd h102(sum00_FA[2],carry00_FA[1],carry10_HA[2],sum10_HA[2]);
HAd h103(1'b1,sum01_FA[13],carry10_HA[3],sum10_HA[3]);
wire[16:0] tmp100;
wire[16:0] tmp101;
wire[16:0] tmp102;
assign tmp100 = { E_MSB[2],sum00_HA[2],sum00_FA[16:3],sum00_FA[1]};
assign tmp101 = {carry00_HA[2],carry00_FA[16:2],carry00_HA[1]};
assign tmp102 = {sum01_FA[12:1],sum01_HA[1],sum01_FA[0],p4[1],sum01_HA[0],sign_factor[2]};
genvar i11;
generate
	for(i11 = 0; i11 < 17; i11 = i11 +1 )
		begin : pp_fad10
		FAd pp_fad(tmp100[i11],tmp101[i11],tmp102[i11],carry10_FA[i11],sum10_FA[i11]);
		end
endgenerate
wire [13:0] sum11_FA;
wire [13:0] carry11_FA;
wire [6:0] sum11_HA;
wire [6:0] carry11_HA;   
wire[6:0] tmp100_HA;
wire[6:0] tmp101_HA;
assign tmp100_HA = {E_MSB[7],sum02_HA[16:14],carry01_FA[4],carry01_FA[2],carry01_HA[1]};
assign tmp101_HA = {carry02_HA[16:13],sum02_FA,sum02_HA[0],sign_factor[5]};
genvar i12;
generate
	for(i12 = 0; i12 < 7; i12 = i12 +1 )
		begin : pp_had11
		HAd pp_had(tmp100_HA[i12],tmp101_HA[i12],carry11_HA[i12],sum11_HA[i12]);
		end
endgenerate
wire[13:0] tmp110_FA;
wire[13:0] tmp111_FA;
wire[13:0] tmp112_FA;
assign tmp110_FA = {carry01_HA[3:2],carry01_FA[15:5],carry01_FA[3]};
assign tmp111_FA = {sum02_HA[13:1],p7[1]};
assign tmp112_FA = {carry02_HA[12:1],carry02_FA,carry02_HA[0]};
genvar i13;
generate
	for(i13 = 0; i13 < 14; i13 = i13 +1 )
		begin : pp_fad12
		FAd pp_fad(tmp110_FA[i13],tmp111_FA[i13],tmp112_FA[i13],carry11_FA[i13],sum11_FA[i13]);
		end
endgenerate
wire [20:0] sum20_FA;
wire [20:0] carry20_FA;
wire [7:0] sum20_HA;
wire [7:0] carry20_HA; 
wire[7:0] tmp200_HA;
wire[7:0] tmp201_HA;
assign tmp200_HA = {sum11_HA[6:4],sum10_FA[3],sum10_FA[1],sum10_HA[2],sum10_FA[0],sum00_FA[0]};
assign tmp201_HA = {carry11_HA[5:3],carry10_FA[2],carry10_HA[2],carry10_FA[0],carry10_HA[1],carry10_HA[0]};
genvar i20;
generate
	for(i20 = 0; i20 < 8; i20 = i20 +1 )
		begin : pp_had20 
		HAd pp_had(tmp200_HA[i20],tmp201_HA[i20],carry20_HA[i20],sum20_HA[i20]);
		end
endgenerate
wire[20:0] tmp200_FA;
wire[20:0] tmp201_FA;
wire[20:0] tmp202_FA;
assign tmp200_FA = {1'b1,E_MSB[5],sum01_HA[3:2],sum01_FA[15:14],sum10_HA[3],sum10_FA[16:4],sum10_FA[2]};
assign tmp201_FA = {sum11_HA[3],sum11_FA[13:10],carry10_HA[3],carry10_FA[16:3],carry10_FA[1]};
assign tmp202_FA = {carry11_FA[13:9],sum11_FA[9:1],sum11_HA[2],sum11_FA[0],sum11_HA[1],carry01_FA[1],sum11_HA[0],carry01_FA[0],carry01_HA[0]};
genvar i21;
generate
	for(i21 = 0; i21 < 21; i21 = i21 +1 )
		begin : pp_fad20
		FAd pp_fad(tmp200_FA[i21],tmp201_FA[i21],tmp202_FA[i21],carry20_FA[i21],sum20_FA[i21]);
		end
endgenerate
wire [11:0] sum30_FA;
wire [11:0] carry30_FA;
wire [16:0] sum30_HA;
wire [16:0] carry30_HA; 
wire[16:0] tmp300_HA;
wire[16:0] tmp301_HA;
assign tmp300_HA = {carry11_HA[6],sum20_HA[7:5] ,sum20_FA[20:16],sum20_FA[4],sum20_FA[2:1],sum20_HA[4],sum20_FA[0],sum20_HA[3:2],sum10_HA[1]};
assign tmp301_HA = {carry20_HA[7:5],carry20_FA[20:15],carry20_FA[3],carry20_FA[1],carry20_HA[4],carry20_FA[0],carry20_HA[3:0]};
genvar i30;
generate
	for(i30 = 0; i30 < 17; i30 = i30 +1 )
		begin : pp_had30
		HAd pp_had(tmp300_HA[i30],tmp301_HA[i30],carry30_HA[i30],sum30_HA[i30]);
		end
endgenerate
wire[11:0] tmp300_FA;
wire[11:0] tmp301_FA;
wire[11:0] tmp302_FA;
assign tmp300_FA = {sum20_FA[15:5],sum20_FA[3]};
assign tmp301_FA = {carry20_FA[14:4],carry20_FA[2]};
assign tmp302_FA = {carry11_FA[8:1],carry11_HA[2],carry11_FA[0],carry11_HA[1:0]};
genvar i31;
generate
	for(i31 = 0; i31 < 12; i31 = i31 +1 )
		begin : pp_fad31
		FAd pp_fad(tmp300_FA[i31],tmp301_FA[i31], tmp302_FA[i31], carry30_FA[i31],sum30_FA[i31]);
		end
endgenerate
wire [31:0] tmp_ADD1;
wire [31:0] tmp_ADD2;
assign tmp_ADD1 = {sum30_HA[15:8],sum30_FA[11:1],sum30_HA[7],sum30_FA[0],sum30_HA[6:1],sum20_HA[1],sum30_HA[0],sum20_HA[0],sum10_HA[0],sum00_HA[0]}; 
assign tmp_ADD2 = {carry30_HA[14:8],carry30_FA[11:1],carry30_HA[7],carry30_FA[0],carry30_HA[6:1],1'b0,carry30_HA[0],4'b0}; 
assign p = tmp_ADD1 + tmp_ADD2;
endmodule
module booth(a1,a0,b2,b1,b0,p);
	input a1,a0,b2,b1,b0;
	output p;
    wire [1:0] k;
    assign k[0] = (b1 ^ b0) & (b2 ^ a1);
    assign k[1] = (~(b1 ^ b0)) & (b2 ^ b1) & (b2 ^ a0);
    assign p = k[0] | k[1];
endmodule
module booth_R4ABM2(a0,b2,p);
	input a0,b2;
	output p;
    assign p = b2 ^ a0;
endmodule
module HAd(a,b,c,s);
	input a,b;
	output c,s;
	xor x1(s,a,b);
	and a1(c,a,b);
endmodule
module FAd(a,b,c,cy,sm);
	input a,b,c;
	output cy,sm;
	wire x,y,z;
	xor x1(x,a,b);
	xor x2(sm,x,c);
	and a1(y,a,b);
	and a2(z,x,c);
	or o1(cy,y,z);
endmodule
module FA(a,b,c,cy,sm);
	input a,b,c;
	output cy,sm;
	wire x,y,z;
	xor x1(x,a,b);
	xor x2(sm,x,c);
	and a1(y,a,b);
	and a2(z,x,c);
	or o1(cy,y,z);
endmodule
module carry_lookahead_adder
  #(parameter WIDTH = 16)
  (
   input [WIDTH-1:0] i_add1,
   input [WIDTH-1:0] i_add2,
   output [WIDTH:0]  o_result
   );
  wire [WIDTH:0]     w_C;
  wire [WIDTH-1:0]   w_G, w_P, w_SUM;
  genvar  ii;
  generate
    for (ii=0; ii<WIDTH; ii=ii+1) 
      begin
        FA full_adder_inst
            ( 
              .a(i_add1[ii]),
              .b(i_add2[ii]),
              .c(w_C[ii]),
              .sm(w_SUM[ii]),
              .cy()
              );
      end
  endgenerate
  genvar             jj;
  generate
    for (jj=0; jj<WIDTH; jj=jj+1) 
      begin
        assign w_G[jj]   = i_add1[jj] & i_add2[jj];
        assign w_P[jj]   = i_add1[jj] | i_add2[jj];
        assign w_C[jj+1] = w_G[jj] | (w_P[jj] & w_C[jj]);
      end
  endgenerate
  assign w_C[0] = 1'b0;  
  assign o_result = {w_C[WIDTH], w_SUM};    
endmodule  

===== /design/flow/run.sh =====
#!/bin/bash
# OpenROAD 26Q1-2900-gdf79404cd8, Yosys 0.63+post, stock flow scripts
make -C /OpenROAD-flow-scripts/flow DESIGN_CONFIG=/design/flow/config.mk WORK_HOME=/design/flow/orfs finish

==> metrics.csv <==
stage,metric,value,unit
logic_synthesis,Ys Warns,0,
global_route,vias in the first global route,462,
routing,DRT antenna net count,0,
floorplan,Die ar.,6890,um^2
timing,final critical-path required period,8.95,ns
layout,FF/Latch Area,0,um^2
logic_synthesis,yosys synthesis chip area,452,um^2
run_status,failing checks,setup timing,
cts,Post-CTS Hold Buffers,0,
global_route,largest net degree at the start of global routing,2,
layout,flop count,0,
logic_synthesis,Distinct lib cells used,4,
routing,final WL,1520,um
routing,Via density,3.18,
run_status,status,finished with violations,
layout,most instantiated logic cells after routing,"clkdlybuf4s50_1 (40), fa_2 (15), buf_2 (5)",
global_route,first-pass GRT wire length,2390,um
timing,crit share post-route,109,%
worst_setup_path,WP data arrival,7.31,ns
run,tally of OpenROAD warnings,35,
cts,Setup Buffers After CTS,0,
logic_synthesis,Post-Synth Simple-Gate Area,0,%
worst_setup_path,kind of critical path,input port to primary output,
floorplan,Ports,49,
layout,# clk buffers,0,
floorplan,Initial Util,12.1,%
timing,max-slew violation count,0,
floorplan,std cell rows,22,
logic_synthesis,Max-area cell share,66.5,%
placement,Placer Congestion,0.890,
run,reported max-cap violation count,0,
routing,Residual DRC,0,
placement,placed insts,118,
logic_synthesis,Post-Syn Area,452,um^2
worst_setup_path,Worst Path Buf+Inv,4,
power_and_ir_drop,Combinational Power Share,100.0,%
layout,Area Growth Syn to Fin,101,%
global_route,antenna violations before repair,0,
worst_setup_path,"delay-heaviest family, CP",adder cells,
worst_setup_path,most frequent cell on the critical path,fa_2,
timing,RSZ-0062 raised after global routing,yes,
logic_synthesis,yosys aoi share,0,%
worst_setup_path,critical-path cell list,"buf_6, ha_4, fa_2, fa_2, fa_2, fa_2, fa_2, fa_2, fa_2, fa_2, inv_2, fa_2, inv_2, fa_2, fa_2, fa_2, fa_2, fa_2, fa_2, buf_2",
power_and_ir_drop,LEAKAGE,0.328,nW
logic_synthesis,mux share,0,%
logic_synthesis,number of cells in Yosys stat,37,
floorplan,Die W,83,um
timing,max frequency,0.112,GHz
global_route,Overflow after GRT,0,
routing,post-DR wirelength/cell,12.9,um
timing,setup ws final,-0.753,ns
power_and_ir_drop,Int Pwr,43.7,uW
power_and_ir_drop,pwr dens,66.9,nW/um^2
layout,fraction of layout cells with a size suffix above 1,35.7,%
logic_synthesis,"Seq/Total Area, Yosys",0,%
worst_setup_path,Critical Path Source Type,input port,
timing,Final Hold Viols,0,
routing,drt pass-1 iters,1,
logic_synthesis,"XOR-XNOR Cells, Area Fraction",0,%
power_and_ir_drop,Clock power frac,0,%
routing,via count,375,
floorplan,Core Region,3740,um^2
global_route,All-Layer GR Usage,4.12,%
power_and_ir_drop,NetSw,17.1,uW
logic_synthesis,Synth Area per Inst,12.2,um^2
logic_synthesis,Largest cells by area,"fa_1 (66%), buf_4 (27%), inv_1 (4.2%)",
timing,Final Setup Violations,4,
worst_setup_path,CP endpoint kind,primary output,
power_and_ir_drop,sequential power share,0,%
routing,Antenna diodes,0,
power_and_ir_drop,VDD IR max,29.1,uV
worst_setup_path,Crit Path Max Fanout,1,
logic_synthesis,Synth area leader,fa_1,
worst_setup_path,Worst path slowest cell,fa_2,
placement,# port buffers,49,
floorplan,die span in y,83,um
layout,most numerous logic cell after layout,clkdlybuf4s50_1,
layout,Non-Filler Instances,118,
timing,Slew headroom,92.1,%
timing,worst slew pin tran,0.119,ns
worst_setup_path,crit-path max cell delay,0.52,ns
logic_synthesis,Main logic family,adder cells,
routing,initial drt markers,0,
logic_synthesis,Mapped Cells,37,
placement,pre-CTS setup slack,-1.45,ns
power_and_ir_drop,sw frac,28.1,%
worst_setup_path,"Req. time, crit path",6.56,ns
hold_path,Hold Crit Class,input port to primary output,
logic_synthesis,post-synthesis adder-cell area fraction,69.3,%
[metal layers]
metal  vias up  wire (um)  global-route usage [%]  part of all wire, %
li1        157          -                       -                    -
met1       167        660                    5.48                   44
met2        51        450                    4.26                   30
met3         0        407                    4.82                   27
met4         0          0                       0                    0
met5         -          0                       0                    0
[timing repair]
item | in CTS | in global routing
cloned | 0 | 0
endpoints found under the setup margin | 6 | 6
pin swaps | 16 | 16
resized | 29 | 0
[cell type report]
class                           count  area, um^2
Inverter                            5        18.8
Multi-Input combinational cell     16         363
Timing Repair Buffer               49         467
Fill cell                         411        2840
Tap cell                           48        60.1
[logic make-up after synthesis]
kind of cell	count (synthesis)
buffers and inverters	21
adders and majority gates	16
[path summary, 6_finish.rpt]
path	start	end	slack (ns)	depth (start not counted)
hold / removal	i_add2[0]	o_result[0]	3.92	3
setup / recovery	i_add1[0]	o_result[15]	-0.75	20
[per-stage QoR]
| stage | total power [mW] | cell area, um^2 | TNS (ns) | util (%) | hold slack, ns |
|---|---|---|---|---|---|
| floorplan | 0.0323 | 499 | -0.819 | - | 3.39 |
| global placement | 0.0669 | 930 | -5.15 | 24.8 | 4.36 |
| detailed placement | 0.0673 | 930 | -5.22 | 24.8 | 4.35 |
| CTS | 0.0638 | 908 | -3.11 | 24.3 | 3.93 |
| global route | 0.0700 | 908 | -2.35 | 24.3 | 3.94 |
| finish | 0.0608 | 908 | -1.80 | 24.3 | 3.92 |
[cells in the mapped netlist]
library cell and instances:
buf_4 16, inv_1 5, ha_1 1, fa_1 15
[power groups by stage]
stage         Sequential (mW)  Clock (mW)  Combinational, mW
CTS                         0           0             0.0638
global route                0           0             0.0700
finish                      0           0             0.0608
Power is estimated from default activity; no workload was simulated.
