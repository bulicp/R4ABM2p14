[design/flow/config.mk]
export PLATFORM = sky130hd
export DESIGN_NAME = mult_top
export DESIGN_NICKNAME = mult_top
export VERILOG_FILES = /design/flow/design.v
export SDC_FILE = /design/flow/constraint.sdc
export NUM_CORES = 4
export LEC_CHECK = 1
export CORE_UTILIZATION = 30
[design/flow/constraint.sdc]
current_design mult_top

set clk_period 8.6
set clk_io_pct 0.2

create_clock -name clk0 -period $clk_period [get_ports {clk}]

set non_clock_inputs [all_inputs -no_clocks]
set_input_delay [expr $clk_period * $clk_io_pct] -clock clk0 $non_clock_inputs
set_output_delay [expr $clk_period * $clk_io_pct] -clock clk0 [all_outputs]
[design/flow/design.v]
`timescale 1ns / 1ps
module R4ABM2p14( x,y,p);
input [15:0] x,y;
output [31:0] p;
wire [7:0] sign_factor;
wire [16:0] p1;
assign sign_factor[0] = y[1] & y[0];
genvar i;
generate
	for ( i = 0; i < 14; i = i+1 )
		begin : pp_first 
		booth_R4ABM2 pp_pr(x[i],y[1],p1[i]);
		end
endgenerate
genvar i0;
generate
	for ( i0 = 14; i0 < 16; i0 = i0+1 )
		begin : pp_first_exact 
		booth pp_pr(x[i0],x[i0-1],y[1],y[0],1'b0,p1[i0]);
		end
endgenerate
booth last_pp0(x[15],x[15],y[1],y[0],1'b0,p1[16]);
wire [16:0] p2;
assign sign_factor[1] = y[3] & (y[2] ^ y[1]);
genvar i1;
generate
	for ( i1 = 0; i1 < 12; i1 = i1+1 )
		begin : pp_second 
		booth_R4ABM2 pp_pr(x[i1],y[3],p2[i1]);
		end
endgenerate
genvar i10;
generate
	for ( i10 = 12; i10 < 16; i10 = i10+1 )
		begin : pp_second_exact 
		booth pp_pr(x[i10],x[i10-1],y[3],y[2],y[1],p2[i10]);
		end
endgenerate
booth last_pp1(x[15],x[15],y[3],y[2],y[1],p2[16]);
wire [16:0] p3;
assign sign_factor[2] = y[5] & (y[4] ^ y[3]);
genvar i2;
generate
	for ( i2 = 0; i2 < 10; i2 = i2+1 )
		begin : pp_third 
		booth_R4ABM2 pp_pr(x[i2],y[5],p3[i2]);
		end
endgenerate
genvar j21;
generate
	for ( j21 = 10; j21 < 16; j21 = j21+1 )
		begin : pp_third_exact 
		booth pp_pr(x[j21],x[j21-1],y[5],y[4],y[3],p3[j21]);
		end
endgenerate
booth last_pp2(x[15],x[15],y[5],y[4],y[3],p3[16]);
wire [16:0] p4;
assign sign_factor[3] = y[7] & (y[6] ^ y[5]);
genvar i3;
generate
	for ( i3 = 0; i3 < 8; i3 = i3+1 )
		begin : pp_fourth 
		booth_R4ABM2 pp_pr(x[i3],y[7],p4[i3]);
		end
endgenerate
genvar j3;
generate
	for ( j3 = 8; j3 < 16; j3 = j3+1 )
		begin : pp_fourth_exact 
		booth pp_pr(x[j3],x[j3-1],y[7],y[6],y[5],p4[j3]);
		end
endgenerate
booth last_pp3(x[15],x[15],y[7],y[6],y[5],p4[16]);
wire [16:0] p5;
assign sign_factor[4] = y[9] & (y[8] ^ y[7]);
genvar i4;
generate
	for ( i4 = 0; i4 < 6; i4 = i4+1 )
		begin : pp_fifth 
		booth_R4ABM2 pp_pr(x[i4],y[9],p5[i4]);
		end
endgenerate
genvar j4;
generate
	for ( j4 = 6; j4 < 16; j4 = j4+1 )
		begin : pp_fifth_exact 
		booth pp_pr(x[j4],x[j4-1],y[9],y[8],y[7],p5[j4]);
		end
endgenerate
booth last_pp4(x[15],x[15],y[9],y[8],y[7],p5[16]);
wire [16:0] p6;
assign sign_factor[5] = y[11] & (y[10] ^ y[9]);
genvar i5;
generate
	for ( i5 = 0; i5 < 4; i5 = i5+1 )
		begin : pp_sixt
		booth_R4ABM2 pp_pr(x[i5],y[11],p6[i5]);
		end
endgenerate
genvar j5;
generate
	for ( j5 = 4; j5 < 16; j5 = j5+1 )
		begin : pp_sixt_exact 
		booth pp_pr(x[j5],x[j5-1],y[11],y[10],y[9],p6[j5]);
		end
endgenerate
booth last_pp5(x[15],x[15],y[11],y[10],y[9],p6[16]);
wire [16:0] p7;
assign sign_factor[6] = y[13] & (y[12] ^ y[11]);
genvar i6;
generate
	for ( i6 = 0; i6 < 2; i6 = i6+1 )
		begin : pp_seven
		booth_R4ABM2 pp_pr(x[i6],y[13],p7[i6]);
		end
endgenerate
genvar j6;
generate
	for ( j6 = 2; j6 < 16; j6 = j6+1 )
		begin : pp_seven_exact 
		booth pp_pr(x[j6],x[j6-1],y[13],y[12],y[11],p7[j6]);
		end
endgenerate
booth last_pp6(x[15],x[15],y[13],y[12],y[11],p7[16]);
wire [16:0] p8;
assign sign_factor[7] = y[15] & (y[14] ^ y[13]);
booth first_pp6(x[15],1'b0,y[15],y[14],y[13],p8[0]);
genvar j7;
generate
	for ( j7 = 1; j7 < 16; j7 = j7+1 )
		begin : pp_eight_exact 
		booth pp_pr(x[j7],x[j7-1],y[15],y[14],y[13],p8[j7]);
		end
endgenerate
booth last_pp7(x[15],x[15],y[15],y[14],y[13],p8[16]);
wire [7:0] E_MSB;
wire E_MSB0_neg;
not xn1(E_MSB[0],p1[16]);
not xn2(E_MSB[1],p2[16]);
not xn3(E_MSB[2],p3[16]);
not xn4(E_MSB[3],p4[16]);
not xn5(E_MSB[4],p5[16]);
not xn6(E_MSB[5],p6[16]);
not xn7(E_MSB[6],p7[16]);
not xn8(E_MSB[7],p8[16]);
not n1(E_MSB0_neg,E_MSB[0]);
wire [16:0] sum00_FA;
wire [16:0] carry00_FA;
wire [2:0] sum00_HA;
wire [2:0] carry00_HA;
wire [2:0] tmp001_HA;
wire [2:0] tmp002_HA;
assign tmp001_HA = {1'b1,p1[3],p1[0]};
assign tmp002_HA = {p3[16],p2[1],sign_factor[0]};
genvar i000;
generate
	for (i000 = 0; i000 < 3; i000 = i000 + 1)
		begin : pp_had000
		HAd pp_had(tmp001_HA[i000],tmp002_HA[i000],carry00_HA[i000],sum00_HA[i000]);
		end
endgenerate
wire [16:0] tmp001_FA;
wire [16:0] tmp002_FA;
wire [16:0] tmp003_FA;
assign tmp001_FA = {E_MSB[0],E_MSB0_neg,E_MSB0_neg, p1[16:4],p1[2]};
assign tmp002_FA = {E_MSB[1],p2[16:2],p2[0]};
assign tmp003_FA = {p3[16:0],sign_factor[1]};
genvar i001;
generate
	for (i001 = 0; i001 < 17; i001 = i001 + 1)
		begin : pp_fad00
		FAd pp_fad(tmp001_FA[i001],tmp002_FA[i001], tmp003_FA[i001], carry00_FA[i001],sum00_FA[i001]);
		end
endgenerate
wire [15:0] sum01_FA;
wire [15:0] carry01_FA;
wire [3:0] sum01_HA;
wire [3:0] carry01_HA;
wire [3:0] tmp011_HA;
wire [3:0] tmp012_HA;
assign tmp011_HA = {1'b1,E_MSB[4],p4[3],p4[0]};
assign tmp012_HA = {p6[16:15],p5[1],sign_factor[3]};
genvar i010;
generate
	for (i010 = 0; i010 < 4; i010 = i010 + 1)
		begin : pp_had01
		HAd pp_had(tmp011_HA[i010],tmp012_HA[i010],carry01_HA[i010],sum01_HA[i010]);
		end
endgenerate
wire [15:0] tmp011_FA;
wire [15:0] tmp012_FA;
wire [15:0] tmp013_FA;
assign tmp011_FA = {1'b1,E_MSB[3],p4[16:4],p4[2]};
assign tmp012_FA = {p5[16:2],p5[0]};
assign tmp013_FA = {p6[14:0],sign_factor[4]};
genvar i011;
generate
	for (i011 = 0; i011 < 16; i011 = i011 + 1)
		begin : pp_fad01
		FAd pp_fad(tmp011_FA[i011],tmp012_FA[i011], tmp013_FA[i011], carry01_FA[i011],sum01_FA[i011]);
		end
endgenerate
wire  sum02_FA;
wire  carry02_FA;
wire [16:0] sum02_HA;
wire [16:0] carry02_HA;
FAd f020(p7[2],p8[0],sign_factor[7],carry02_FA,sum02_FA);
wire [16:0] tmp021_HA;
wire [16:0] tmp022_HA;
assign tmp021_HA = {1'b1,E_MSB[6],p7[16:3],p7[0]};
assign tmp022_HA = {p8[16:1],sign_factor[6]};
genvar i020;
generate
	for (i020 = 0; i020  < 17; i020  = i020  + 1)
		begin : pp_had02
		HAd pp_had(tmp021_HA[i020],tmp022_HA[i020],carry02_HA[i020],sum02_HA[i020]);
		end
endgenerate
wire [16:0] sum10_FA;
wire [16:0] carry10_FA;
wire [3:0] sum10_HA;
wire [3:0] carry10_HA;
HAd h100(p1[1],carry00_HA[0],carry10_HA[0],sum10_HA[0]);
HAd h101(sum00_HA[1],carry00_FA[0],carry10_HA[1],sum10_HA[1]);
HAd h102(sum00_FA[2],carry00_FA[1],carry10_HA[2],sum10_HA[2]);
HAd h103(1'b1,sum01_FA[13],carry10_HA[3],sum10_HA[3]);
wire[16:0] tmp100;
wire[16:0] tmp101;
wire[16:0] tmp102;
assign tmp100 = { E_MSB[2],sum00_HA[2],sum00_FA[16:3],sum00_FA[1]};
assign tmp101 = {carry00_HA[2],carry00_FA[16:2],carry00_HA[1]};
assign tmp102 = {sum01_FA[12:1],sum01_HA[1],sum01_FA[0],p4[1],sum01_HA[0],sign_factor[2]};
genvar i11;
generate
	for(i11 = 0; i11 < 17; i11 = i11 +1 )
		begin : pp_fad10
		FAd pp_fad(tmp100[i11],tmp101[i11],tmp102[i11],carry10_FA[i11],sum10_FA[i11]);
		end
endgenerate
wire [13:0] sum11_FA;
wire [13:0] carry11_FA;
wire [6:0] sum11_HA;
wire [6:0] carry11_HA;   
wire[6:0] tmp100_HA;
wire[6:0] tmp101_HA;
assign tmp100_HA = {E_MSB[7],sum02_HA[16:14],carry01_FA[4],carry01_FA[2],carry01_HA[1]};
assign tmp101_HA = {carry02_HA[16:13],sum02_FA,sum02_HA[0],sign_factor[5]};
genvar i12;
generate
	for(i12 = 0; i12 < 7; i12 = i12 +1 )
		begin : pp_had11
		HAd pp_had(tmp100_HA[i12],tmp101_HA[i12],carry11_HA[i12],sum11_HA[i12]);
		end
endgenerate
wire[13:0] tmp110_FA;
wire[13:0] tmp111_FA;
wire[13:0] tmp112_FA;
assign tmp110_FA = {carry01_HA[3:2],carry01_FA[15:5],carry01_FA[3]};
assign tmp111_FA = {sum02_HA[13:1],p7[1]};
assign tmp112_FA = {carry02_HA[12:1],carry02_FA,carry02_HA[0]};
genvar i13;
generate
	for(i13 = 0; i13 < 14; i13 = i13 +1 )
		begin : pp_fad12
		FAd pp_fad(tmp110_FA[i13],tmp111_FA[i13],tmp112_FA[i13],carry11_FA[i13],sum11_FA[i13]);
		end
endgenerate
wire [20:0] sum20_FA;
wire [20:0] carry20_FA;
wire [7:0] sum20_HA;
wire [7:0] carry20_HA; 
wire[7:0] tmp200_HA;
wire[7:0] tmp201_HA;
assign tmp200_HA = {sum11_HA[6:4],sum10_FA[3],sum10_FA[1],sum10_HA[2],sum10_FA[0],sum00_FA[0]};
assign tmp201_HA = {carry11_HA[5:3],carry10_FA[2],carry10_HA[2],carry10_FA[0],carry10_HA[1],carry10_HA[0]};
genvar i20;
generate
	for(i20 = 0; i20 < 8; i20 = i20 +1 )
		begin : pp_had20 
		HAd pp_had(tmp200_HA[i20],tmp201_HA[i20],carry20_HA[i20],sum20_HA[i20]);
		end
endgenerate
wire[20:0] tmp200_FA;
wire[20:0] tmp201_FA;
wire[20:0] tmp202_FA;
assign tmp200_FA = {1'b1,E_MSB[5],sum01_HA[3:2],sum01_FA[15:14],sum10_HA[3],sum10_FA[16:4],sum10_FA[2]};
assign tmp201_FA = {sum11_HA[3],sum11_FA[13:10],carry10_HA[3],carry10_FA[16:3],carry10_FA[1]};
assign tmp202_FA = {carry11_FA[13:9],sum11_FA[9:1],sum11_HA[2],sum11_FA[0],sum11_HA[1],carry01_FA[1],sum11_HA[0],carry01_FA[0],carry01_HA[0]};
genvar i21;
generate
	for(i21 = 0; i21 < 21; i21 = i21 +1 )
		begin : pp_fad20
		FAd pp_fad(tmp200_FA[i21],tmp201_FA[i21],tmp202_FA[i21],carry20_FA[i21],sum20_FA[i21]);
		end
endgenerate
wire [11:0] sum30_FA;
wire [11:0] carry30_FA;
wire [16:0] sum30_HA;
wire [16:0] carry30_HA; 
wire[16:0] tmp300_HA;
wire[16:0] tmp301_HA;
assign tmp300_HA = {carry11_HA[6],sum20_HA[7:5] ,sum20_FA[20:16],sum20_FA[4],sum20_FA[2:1],sum20_HA[4],sum20_FA[0],sum20_HA[3:2],sum10_HA[1]};
assign tmp301_HA = {carry20_HA[7:5],carry20_FA[20:15],carry20_FA[3],carry20_FA[1],carry20_HA[4],carry20_FA[0],carry20_HA[3:0]};
genvar i30;
generate
	for(i30 = 0; i30 < 17; i30 = i30 +1 )
		begin : pp_had30
		HAd pp_had(tmp300_HA[i30],tmp301_HA[i30],carry30_HA[i30],sum30_HA[i30]);
		end
endgenerate
wire[11:0] tmp300_FA;
wire[11:0] tmp301_FA;
wire[11:0] tmp302_FA;
assign tmp300_FA = {sum20_FA[15:5],sum20_FA[3]};
assign tmp301_FA = {carry20_FA[14:4],carry20_FA[2]};
assign tmp302_FA = {carry11_FA[8:1],carry11_HA[2],carry11_FA[0],carry11_HA[1:0]};
genvar i31;
generate
	for(i31 = 0; i31 < 12; i31 = i31 +1 )
		begin : pp_fad31
		FAd pp_fad(tmp300_FA[i31],tmp301_FA[i31], tmp302_FA[i31], carry30_FA[i31],sum30_FA[i31]);
		end
endgenerate
wire [31:0] tmp_ADD1;
wire [31:0] tmp_ADD2;
assign tmp_ADD1 = {sum30_HA[15:8],sum30_FA[11:1],sum30_HA[7],sum30_FA[0],sum30_HA[6:1],sum20_HA[1],sum30_HA[0],sum20_HA[0],sum10_HA[0],sum00_HA[0]}; 
assign tmp_ADD2 = {carry30_HA[14:8],carry30_FA[11:1],carry30_HA[7],carry30_FA[0],carry30_HA[6:1],1'b0,carry30_HA[0],4'b0}; 
assign p = tmp_ADD1 + tmp_ADD2;
endmodule
module booth(a1,a0,b2,b1,b0,p);
	input a1,a0,b2,b1,b0;
	output p;
    wire [1:0] k;
    assign k[0] = (b1 ^ b0) & (b2 ^ a1);
    assign k[1] = (~(b1 ^ b0)) & (b2 ^ b1) & (b2 ^ a0);
    assign p = k[0] | k[1];
endmodule
module booth_R4ABM2(a0,b2,p);
	input a0,b2;
	output p;
    assign p = b2 ^ a0;
endmodule
module HAd(a,b,c,s);
	input a,b;
	output c,s;
	xor x1(s,a,b);
	and a1(c,a,b);
endmodule
module FAd(a,b,c,cy,sm);
	input a,b,c;
	output cy,sm;
	wire x,y,z;
	xor x1(x,a,b);
	xor x2(sm,x,c);
	and a1(y,a,b);
	and a2(z,x,c);
	or o1(cy,y,z);
endmodule
module FA(a,b,c,cy,sm);
	input a,b,c;
	output cy,sm;
	wire x,y,z;
	xor x1(x,a,b);
	xor x2(sm,x,c);
	and a1(y,a,b);
	and a2(z,x,c);
	or o1(cy,y,z);
endmodule
module carry_lookahead_adder
  #(parameter WIDTH = 16)
  (
   input [WIDTH-1:0] i_add1,
   input [WIDTH-1:0] i_add2,
   output [WIDTH:0]  o_result
   );
  wire [WIDTH:0]     w_C;
  wire [WIDTH-1:0]   w_G, w_P, w_SUM;
  genvar  ii;
  generate
    for (ii=0; ii<WIDTH; ii=ii+1) 
      begin
        FA full_adder_inst
            ( 
              .a(i_add1[ii]),
              .b(i_add2[ii]),
              .c(w_C[ii]),
              .sm(w_SUM[ii]),
              .cy()
              );
      end
  endgenerate
  genvar             jj;
  generate
    for (jj=0; jj<WIDTH; jj=jj+1) 
      begin
        assign w_G[jj]   = i_add1[jj] & i_add2[jj];
        assign w_P[jj]   = i_add1[jj] | i_add2[jj];
        assign w_C[jj+1] = w_G[jj] | (w_P[jj] & w_C[jj]);
      end
  endgenerate
  assign w_C[0] = 1'b0;  
  assign o_result = {w_C[WIDTH], w_SUM};    
endmodule  
`timescale 1ns / 10ps
module mult_top(
    input clk,
    input  [15:0] x,
    input  [15:0] y,
    output reg [31:0] p_out
    );
    wire [31:0] P_vec;
    reg [15:0] X_vec;
    reg [15:0] Y_vec;
    R4ABM2p14 mult(X_vec,Y_vec,P_vec); 
    always @(posedge clk) 
    begin
        p_out = P_vec;
        X_vec = x;
        Y_vec = y;
    end
endmodule 
[design/flow/run.sh]
#!/bin/bash
# OpenROAD 26Q1-2900-gdf79404cd8, Yosys 0.63+post, stock flow scripts
make -C /OpenROAD-flow-scripts/flow DESIGN_CONFIG=/design/flow/config.mk WORK_HOME=/design/flow/orfs finish
==> notes.md <==
yosys + openroad results -> status=finished, final reports clean, CTS Buffer Depth=2, Clock Root Buffer=clkbuf_16, tool warnings=25, setup slack, reg-to-reg=2.87 ns, fin crit share=66.6%, GR met3 Demand/Resource=3.13%, vias=6,308, vias in the first global route=5,886, RSZ-0062 raised after global routing=false, Worst EP arrival=5.96 ns, Clk pin slew, worst setup/hold paths=0.06 ns, Placed Area=9390 µm², FP Util=30.9%, Initial DRT Pass Iterations=6, CTS buffer count=9, asr flop ratio synth=0%, synthesis area per yosys=8420 µm², Rows=60, GR Util met1=21.2%, Vias/cell=4.74, critical path startpoint category=register, Top Usage Layer GRT=met2, Synth Seq Share=15.2%, CP max FO=25, max_slew headroom=32.5%, antenna cells=0, GRT Util Overall=14.3%, clock skew=0.00603 ns, Synth Area per Inst=9.05 µm², share of cells above drive strength 1=6.05%, Late-Pin Clk Latency=0.34 ns, most frequent logic cells in the routed design=110 x inv_1, 96 x fa_1, 93 x xor2_1, final wirelength=19,300 µm, die width=170 µm, die area=28,700 µm², Core ar.=27,300 µm², WS Path Type=reg2reg, cts hold-fix bufs=0, design area=9690 µm², post-route setup slack=2.87 ns, max-cap violation count=0, Critical Path End Type=register, setup TNS=0 ns, Cell Type Count=60, yosys warns=1, most instantiated logic cell after routing=inv_1, CTS tree=yes, first-pass GRT wire length=31,300 µm, Worst Hold Class=reg2reg, yosys stat cell total=931, DRT antenna net count=0, fill count=2,717, post-CTS setup buffers=0, Area Overhead vs Synth=15.0%, Routed WL per cell=14.5 µm, Non-Filler Instances=1,330, Final Hold Viols=0, Top cells by area=fa_1 23%, dfxtp_1 15%, ha_1 12%, xor2_1 9.7%, xnor2_1 6.6%, Syn Std Cell Area=8420 µm², grt total ovfl=0, # H-tree levels=3, cts repair resizes=0, met2 Use GR=22.4%, Final Critical Period=5.73 ns, required time of the critical path=8.83 ns, Port Buffers=64, dpl ws=2.88 ns, dpl cells=1,314, DRC=0, Post-synth EDFFs=0, largest net degree at the start of global routing=28, main flop type=dfxtp_1, fmax=175 MHz, die y size=170 µm, Max-area cell share=22.8%, Registers, synthesis=64, final setup fails=0, Synth area leader=fa_1, # clock sinks=64, Mapped Cells=931, antenna violations before repair=0, Max Slew Vio Count=0, RePlAce Congestion=0.876, I/O pin cnt=65, First DRT Iteration DRCs=423, Worst-Margin Slew=1.01 ns, DP Wirelength=15,300 µm
routing by layer:
layer,up-vias,wire length [µm]
met5,-,0
met4,0,294
met3,19,1040
met2,154,9270
met1,3009,8670
li1,3126,-
area by class of cell:
type | count | area [µm²] | share of cell area (%)
clock buffers | 13 | 260 | 2.69
clock inverters | 3 | 40.0 | 0.413
inverters | 110 | 413 | 4.26
multi-input cells | 682 | 6420 | 66.3
flip-flops and latches | 64 | 1280 | 13.2
well taps | 372 | 465 | 4.81
repair buffers | 86 | 806 | 8.32
state kept, by name, indices dropped and copies added (netlist names):
signal / count
p_out: 32
X_vec: 16
Y_vec: 16
kinds of logic after synthesis:
family / Yosys count / share of synthesized area (%)
simple gates: 153 / 8.84
buf+inv: 185 / 8.56
fa+ha+maj: 176 / 34.7
xor+xnor: 156 / 16.2
compound gates: 197 / 16.5
flops: 64 / 15.2
synth_stat cells (4+ instances only):
cell type / count
a221oi_1: 24
inv_1: 110
nand3_1: 8
nand2_1: 19
a22oi_1: 32
fa_1: 96
ha_1: 79
buf_2: 8
buf_1: 18
or3b_2: 4
nor3_1: 7
o21ai_0: 46
a211oi_1: 17
a21o_1: 11
nor2b_1: 6
a221o_1: 4
and3b_1: 4
o21bai_1: 4
clkbuf_1: 45
nand4_1: 4
dfxtp_1: 64
and2_1: 7
xnor2_1: 63
nor2_1: 74
nand2b_1: 6
o21a_1: 4
xor2_1: 93
a21oi_1: 32
path summary, 6_finish.rpt:
kind,start,end,depth (start not counted)
setup / recovery,Y_vec[9]$_DFF_P_,p_out[29]$_DFF_P_,16
hold / removal,Y_vec[0]$_DFF_P_,p_out[0]$_DFF_P_,2
setup reg to reg,Y_vec[9]$_DFF_P_,p_out[29]$_DFF_P_,16
hold reg to reg,Y_vec[0]$_DFF_P_,p_out[0]$_DFF_P_,2
stage by stage:
| step | util (%) | hold slack (ns) |
|---|---|---|
| after floorplan | - | 0.629 |
| after global placement | 34.4 | 0.714 |
| after detailed placement | 34.4 | 0.723 |
| after CTS | 35.5 | 0.735 |
| after global routing | 35.5 | 0.796 |
| final | 35.5 | 0.728 |
critical path: stages, from the launching register on:
cell and delay [ns]:
dfxtp_1 0.30, buf_4 0.32, xor2_1 0.84, a221oi_1 0.21
fa_1 0.56, fa_1 0.45, fa_1 0.55, inv_1 0.05
fa_1 0.49, ha_1 0.41, a21oi_1 0.25, nand2_1 0.10
nor4_1 0.21, o31ai_1 0.17, o31ai_1 0.35, nor4b_1 0.28
nor3_1 0.08
